==> flow/constraint.sdc <==
current_design register_block

set clk_period 3.8
set clk_io_pct 0.2

create_clock -name clk0 -period $clk_period [get_ports {clk_i}]

set non_clock_inputs [all_inputs -no_clocks]
set_input_delay [expr $clk_period * $clk_io_pct] -clock clk0 $non_clock_inputs
set_output_delay [expr $clk_period * $clk_io_pct] -clock clk0 [all_outputs]
==> flow/config.mk <==
export PLATFORM = sky130hd
export DESIGN_NAME = register_block
export DESIGN_NICKNAME = register_block
export VERILOG_FILES = /design/flow/design.v
export SDC_FILE = /design/flow/constraint.sdc
export NUM_CORES = 4
export LEC_CHECK = 1
export CORE_UTILIZATION = 30
==> flow/design.v <==
module register_block(
	input clk_i,
	input rstn_i,
	input acc_en_i,
	input wr_en_i,
	input [2:0] addr_i,
	input [15:0] wdata_i,
	input [9:0] counter_i,
	input [9:0] captured_value_i,
	input tm_running_i,
	output reg [15:0] rdata_o,
	output [1:0] mode_o,
	output [9:0] duty_cycle_o,
	output [1:0] frequency_selection_o,
	output [3:0] input_selection_o,
	output [1:0] trigger_selection_o,
	output out_function_o,
	output [1:0] capture_selection_o,
	output [9:0] target_value_o,
	output clear_o,
	output sw_trigger_o
);
	reg [15:0] CTRL0;
	reg [15:0] PWM_MODE;
	reg [15:0] CNT_TIMER_MODE0;
	reg [15:0] CNT_TIMER_MODE1;
	reg [15:0] ACT_CNT_VALUE;
	reg [15:0] COMMAND;
	reg [15:0] CAPTURE_STATUS;
	always@(posedge clk_i, negedge rstn_i) begin
		if(!rstn_i) begin
			CTRL0 <= 0;
			PWM_MODE <= 0;
			CNT_TIMER_MODE0 <= 0;
			CNT_TIMER_MODE1 <= 0;
			ACT_CNT_VALUE <= 0;
			COMMAND <= 0;
			CAPTURE_STATUS <= 0;
		end
		else begin
			if(acc_en_i && wr_en_i) begin
				case(addr_i) 
					3'b000: CTRL0 <= wdata_i;
					3'b001: PWM_MODE <= wdata_i ;
					3'b010: CNT_TIMER_MODE0 <= wdata_i;
					3'b011: CNT_TIMER_MODE1 <= wdata_i;
					3'b101: COMMAND <= wdata_i;
				endcase
			end
		end
	end
	always@(*) begin
		if(!rstn_i) 
			rdata_o = 0;
		else begin
			if(acc_en_i && !wr_en_i) begin
				case(addr_i) 
					3'b000: rdata_o = {14'b00_0000_0000_0000, mode_o};
					3'b001: rdata_o = {2'b00, frequency_selection_o, 2'b00, duty_cycle_o};	
					3'b010: rdata_o = {2'b00, capture_selection_o, 3'b000, out_function_o, 2'b00, trigger_selection_o, input_selection_o};
					3'b011: rdata_o = {6'b00_0000, target_value_o};
					3'b100: rdata_o = {6'b00_0000, counter_i};
					3'b110: rdata_o = {3'b000, tm_running_i, 2'b00, captured_value_i};
					default: rdata_o= 0;
				endcase
			end else
				rdata_o = 0;
			end
		end
	assign mode_o 					= CTRL0[1:0];
	assign duty_cycle_o 			= PWM_MODE[9:0];
	assign frequency_selection_o 	= PWM_MODE[13:12];
	assign input_selection_o		= CNT_TIMER_MODE0[3:0];
	assign trigger_selection_o 		= CNT_TIMER_MODE0[5:4];
	assign out_function_o 			= CNT_TIMER_MODE0[8];
	assign capture_selection_o		= CNT_TIMER_MODE0[13:12];
	assign target_value_o			= CNT_TIMER_MODE1[9:0];
	assign sw_trigger_o 			= COMMAND[4];
	assign clear_o					= COMMAND[0];
endmodule
==> flow/run.sh <==
#!/bin/bash
# OpenROAD 26Q1-2900-gdf79404cd8, Yosys 0.63+post, stock flow scripts
make -C /OpenROAD-flow-scripts/flow DESIGN_CONFIG=/design/flow/config.mk WORK_HOME=/design/flow/orfs finish
==> out/qor.csv <==
stage,metric,value,unit
run_status,status,finished clean,
timing,fin_crit,3.44,ns
clocking,cts_setup_buffers,0,
clocking,clk_pin_slew_worst_paths,0.06,ns
setup_path,criticalPathCategory,in -> out,
flow_run,max-cap-violations,0,
setup_path,crit_arrival,2.68,ns
floorplan,row_count,29,
grt,grt_max_degree,36,
timing,setup_viol,0,
logic_synthesis,synth_cell_types,30,
setup_path,start_kind,input port,
timing,finalCritPeriodShare,90.5,%
cells_and_area,syn_to_final_growth,49.6,%
placed_design,portBuffers,86,
timing,hold_violations,0,
floorplan,die_w,83.5,um
floorplan,io-pin-count,95,
cells_and_area,final_util,46.7,%
cells_and_area,seq_area,876,um2
logic_synthesis,ys_warn_count,1,
floorplan,die_area,6980,um2
grt,grt_overflow,0,
floorplan,fp-utilization,31.2,%
timing,timing.final.ws_setup,0.363,ns
timing,relSlewSlack,54.4,%
setup_path,critPathRequiredTime,3.04,ns
timing,tightest_slew,0.683,ns
clocking,cts-root-buf,clkbuf_8,
pwr,finalPower,1.16,mW
grt,grt_util_all_layers,15.7,%
drt,drcViolationCount,0,
pwr,p_leak,1.27,nW
drt,ant_nets,0,
placed_design,post-place-ws,0.333,ns
timing,fmax,291,MHz
grt,grt_pass1_vias,1546,
placed_design,dpl.hpwl,3.78,mm
clocking,clockBufferDepth,2,
clocking,clock_sinks,35,
drt,diodes,0,
drt,vias_per_cell,4.78,
clocking,cts_max_level,2,
logic_synthesis,synth_top_cell_by_area,dfrtp_1,
setup_path,cp_max_fo,8,
pwr,power.density,388,nW/um2
floorplan,die_h,83.5,um
timing,fin_worst_skew,0,ns
logic_synthesis,topCellsByArea,"dfrtp_1 44%, mux2_2 18%, mux2_4 7.5%, mux2i_1 6.0%, a21oi_1 3.0%",
setup_path,end_kind,primary output,
logic_synthesis,top_area_share,43.9,%
logic_synthesis,synthCells,159,
drt,avgRoutedWirePerCell,16.0,um
flow_run,warnings,29,
cells_and_area,logic_area,1020,um2
clocking,numCtsBuffers,5,
timing,tns,0,ns
timing,rsz0062_at_grt,false,
clocking,cts_resized,0,
drt,drt_pre_antenna_iters,4,
drt,drtIter0Drc,18,
setup_path,r2r_setup_slack,3.01,ns
cells_and_area,nFillCells,597,
logic_synthesis,synth_stat.cells,159,
floorplan,core,6390,um2
hold_path,hold_path_class,reg -> reg,
pwr,peakVddDrop,167,uV
grt,grt_pass1_wl,8.35,mm
logic_synthesis,synth.avg_cell_area,12.5,um2
clocking,clk_latency,0.28,ns
cells_and_area,drive_gt1_share,25.4,%
timing,slew_viol_final,0,
logic_synthesis,ys_seq_share,43.9,%
logic_synthesis,yosysChipArea,1990,um2
drt,finalWirelength,5.21,mm
clocking,cts_tree,done,
logic_synthesis,ys_ff,35,
clocking,hold_buffers,0,
logic_synthesis,syn-cell-area,1990,um2
drt,num_vias,1553,
placed_design,globalplace.congestion,0.713,
grt,antenna_found_initial,0,
==> power by group <==
part           switching, mW  internal, mW
logic                 0.0864         0.298
clock network          0.123         0.122
registers             0.0659         0.460
==> logic make-up (layout without fill, tap and decap cells) <==
logic type,after synthesis,count (layout),share of synthesized area [%]
other cells,1,4,0.188
simple gates,29,29,9.47
compound gates,23,23,7.59
mux,55,55,33.3
flops,35,35,43.9
buf+inv,16,102,5.52
==> worst max-delay path, stage by stage <==
cell             delay, ns
clkdlybuf4s50_1       0.69
nor2b_1               0.35
buf_4                 0.19
nand2_1               0.04
a21oi_1               0.15
clkdlybuf4s50_1       0.48
==> cell usage in the layout (no fill, tap or decap) <==
| master | instances |
|---|---|
| clkdlybuf4s50_1 | 84 |
| dfrtp_1 | 35 |
| mux2_2 | 31 |
| a21oi_1 | 12 |
| mux2i_1 | 12 |
| mux2_4 | 10 |
| buf_4 | 8 |
| nand2_1 | 7 |
| nor2_1 | 5 |
| a211o_1 | 5 |
| clkbuf_8 | 5 |
| conb_1 | 4 |
| and3b_1 | 3 |
| nand2b_1 | 3 |
| o22a_1 | 3 |
| inv_1 | 2 |
| nor2b_1 | 2 |
| mux4_2 | 2 |
| nor3_1 | 2 |
| buf_2 | 2 |
| o21ai_0 | 1 |
| nand3_1 | 1 |
| nand4b_1 | 1 |
| a22oi_1 | 1 |
| a2bb2oi_1 | 1 |
| nor3_4 | 1 |
| nand3_4 | 1 |
| nor2_2 | 1 |
| or4_4 | 1 |
| or3_4 | 1 |
| clkbuf_1 | 1 |
==> flip-flops by register name, summed over array words and instances (netlist names) <==
name,cells
CTRL0,2
CNT_TIMER_MODE1,10
COMMAND,2
CNT_TIMER_MODE0,9
PWM_MODE,12
==> worst paths after layout <==
kind,from,endpoint,cells after the start
hold / removal,COMMAND[0],COMMAND[0],1
min in group asynchronous,rstn_i,PWM_MODE[2],2
hold reg to reg,COMMAND[0],COMMAND[0],1
setup reg to reg,PWM_MODE[8],PWM_MODE[8],1
setup / recovery,addr_i[0],rdata_o[3],6
max in group asynchronous,rstn_i,PWM_MODE[0],2
==> cell usage after synthesis <==
| cell | count |
|---|---|
| a211o_1 | 5 |
| a21oi_1 | 12 |
| a22oi_1 | 1 |
| a2bb2oi_1 | 1 |
| and3b_1 | 3 |
| buf_2 | 1 |
| buf_4 | 7 |
| buf_6 | 3 |
| clkbuf_1 | 3 |
| conb_1 | 1 |
| dfrtp_1 | 35 |
| inv_1 | 2 |
| mux2_2 | 31 |
| mux2_4 | 10 |
| mux2i_1 | 12 |
| mux4_2 | 2 |
| nand2_1 | 7 |
| nand2b_1 | 3 |
| nand3_1 | 1 |
| nand3_4 | 1 |
| nand4b_1 | 1 |
| nor2_1 | 5 |
| nor2_2 | 1 |
| nor2b_1 | 2 |
| nor3_1 | 2 |
| nor3_4 | 1 |
| o21ai_0 | 1 |
| o22a_1 | 3 |
| or3_4 | 1 |
| or4_4 | 1 |
==> area by class of cell <==
type                       instances  area share (%)
clock buffer                       6            2.43
inverter                           2           0.252
multi-input combinational        111            34.2
sequential                        35            29.4
tap                               77            3.23
timing repair buffer              94            30.5
==> through the flow <==
step	cell area (um2)	hold WS, ns	cells
finish	2980	0.527	325
global route	2980	0.554	325
CTS	2980	0.527	325
detailed placement	2910	0.502	319
global placement	2910	0.510	319
floorplan	2010	0.456	162
==> per-layer routing <==
| layer | wire length (um) | up-vias | track usage, % | share of wire, % |
|---|---|---|---|---|
| met5 | 0 | - | 0 | 0 |
| met4 | 16 | 0 | 1.08 | 0.31 |
| met3 | 368 | 2 | 4.32 | 7.1 |
| met2 | 2370 | 56 | 23.8 | 45 |
| met1 | 2460 | 741 | 24.4 | 47 |
| li1 | - | 754 | - | - |
Power and IR drop assume default switching activity.
