===== run.sh =====
#!/bin/bash
# OpenROAD 26Q1-2900-gdf79404cd8, Yosys 0.63+post, stock flow scripts
make -C /OpenROAD-flow-scripts/flow DESIGN_CONFIG=/design/flow/config.mk WORK_HOME=/design/flow/orfs finish

===== config.mk =====
export PLATFORM = sky130hd
export DESIGN_NAME = mux_sync_mux
export DESIGN_NICKNAME = mux_sync_mux
export VERILOG_FILES = /design/flow/design.v
export SDC_FILE = /design/flow/constraint.sdc
export NUM_CORES = 4
export LEC_CHECK = 1
export CORE_AREA = 10 10 70 70
export DIE_AREA = 0 0 80 80

===== constraint.sdc =====
current_design mux_sync_mux

set clk_period 1.3
set clk_io_pct 0.2

create_clock -name clk0 -period $clk_period [get_ports {clk_i}]

set non_clock_inputs [all_inputs -no_clocks]
set_input_delay [expr $clk_period * $clk_io_pct] -clock clk0 $non_clock_inputs
set_output_delay [expr $clk_period * $clk_io_pct] -clock clk0 [all_outputs]

===== design.v =====
module mux_sync_mux(
	input clk_i,
	input rstn_i,
	input [15:1] input_i,
	input [3:0] input_sel_s,
	input sw_in_i,
	input [1:0] trigger_selection_i,
	input [1:0] capture_selection_i,
	output reg mux2_output_o,
	output reg fir_capture_o
);
	reg dff1_output;
	reg dff2_output;
	reg dff3_output;
	reg pos_edge;
	reg neg_edge;
	reg pos_neg_edge;
	reg fir_trigger;
	reg mux1_output;
	always@(*) begin
		case(input_sel_s)
			4'd1: mux1_output = input_i[1];
			4'd2: mux1_output = input_i[2];
			4'd3: mux1_output = input_i[3];
			4'd4: mux1_output = input_i[4];
			4'd5: mux1_output = input_i[5];
			4'd6: mux1_output = input_i[6];
			4'd7: mux1_output = input_i[7];
			4'd8: mux1_output = input_i[8];
			4'd9: mux1_output = input_i[9];
			4'd10: mux1_output = input_i[10];
			4'd11: mux1_output = input_i[11];
			4'd12: mux1_output = input_i[12];
			4'd13: mux1_output = input_i[13];
			4'd14: mux1_output = input_i[14];
			4'd15: mux1_output = input_i[15];
			default: mux1_output = 0;
			endcase
	end	
	assign pos_edge = (dff3_output == 1 && dff2_output == 0);  
	assign neg_edge = (dff3_output == 0 && dff2_output == 1);  
	assign pos_neg_edge = dff3_output ^ dff2_output;  
	always@(*) begin
		case(trigger_selection_i) 
			2'b00: fir_trigger = pos_edge;
			2'b01: fir_trigger = neg_edge;
			2'b10: fir_trigger = pos_neg_edge;
			2'b11: fir_trigger = 0;
			default: fir_trigger = pos_edge;
		endcase
	end
	always@(*) begin
		case(capture_selection_i)
			2'b00: fir_capture_o = pos_edge;
			2'b01: fir_capture_o = neg_edge;
			2'b10: fir_capture_o = pos_neg_edge;
			2'b11: fir_capture_o = 0;
			default: fir_capture_o = pos_edge;
		endcase
	end
	always@(*) begin
		if(input_sel_s == 0)
			mux2_output_o = sw_in_i;
		else 	
			mux2_output_o = fir_trigger;
	end
	always@(posedge clk_i) begin
		dff1_output <= mux1_output;
	end
	always@(posedge clk_i) begin
		dff2_output <= dff1_output;
	end
	always@(posedge clk_i) begin
		dff3_output <= dff2_output;
	end
endmodule

==> results_dict.tcl <==
# flow metrics
set metrics [dict create \
    synth_seq_share 0.198 \
    dr.pass1.iters 2 \
    antenna_found_initial 0 \
    cp_cell_sequence "clkdlybuf4s50_1 > nand2b_1 > a21o_1 > a31oi_1 > buf_2" \
    fin_util 0.209 \
    r2r-end "dff3_output$_DFF_P_" \
    mostFrequentLayoutCell "clkdlybuf4s50_1" \
    cp.required_ns 1.04 \
    drive_gt1_frac 0.344 \
    rsz0062_at_grt "yes" \
    cts_buffer_depth 2 \
    tritoncts "built" \
    clock-sinks 3 \
    num_rows 21 \
    clock_latency_ns 0.23 \
    postCtsHoldBufs 0 \
    cp_top_family "buffers and inverters" \
    relSlewSlack 0.911 \
    min-delay-start "dff1_output$_DFF_P_" \
    slew_violations 0 \
    hold_path_end "dff2_output$_DFF_P_" \
    grt.overflow.total 0 \
    finalClockPeriodUsage 1.20 \
    pre_cts_ws_ns -0.882 \
    area_delta_synth_final_pct 135 \
    finalWirelength_um 1060 \
    crit_type "in2out" \
    grt_usage 0.0325 \
    setup_tns_ns -0.419 \
    ys_types 15 \
    vias 348 \
    crit_fanout 3 \
    outcome "finished, violations left" \
    setup_ws_ns -0.257 \
    ios 28 \
    ant_nets 0 \
    wl_per_cell_um 9.60 \
    ys_cells 28 \
    drtIter0Drc 1 \
    r2r_start "dff2_output$_DFF_P_" \
    fp.dieH_um 80 \
    yosysWarningCount 4 \
    ir_drop_v 0.000253 \
    die_w_um 80 \
    maxCapViolCount 0 \
    core_region_area_mm2 0.00342 \
    finClkSkew_ns 0.00176 \
    numPortBuffers 26 \
    cts_buffers 3 \
    fp_util 0.0890 \
    die-area_mm2 0.00640 \
    power.density_mw_per_mm2 679 \
    ctsHtreeMaxLevel 1 \
    r2r_cells 1 \
    n_antenna_cell 0 \
    netlist_area_um2 304 \
    root_buffer "clkbuf_4" \
    fin_crit_ns 1.56 \
    reg2reg_slack_ns 0.75 \
    drc_errors 0 \
    hold_class "reg2reg" \
    grt_pass1_wl_um 1670 \
    final_cell_mix "clkdlybuf4s50_1, dlymetal6s2s_1, mux2i_1, buf_4" \
    hold_viol_final 0 \
    p_leak_nw 0.366 \
    max_freq_ghz 0.642 \
    slowest_stage "clkdlybuf4s50_1" \
    warnings 29 \
    worst_slew_pin_slew_ns 0.130 \
    critPathCaptureType "primary output" \
    netlist_instances 28 \
    crit_arrival_ns 1.30 \
    grt_pass1_vias 405 \
    syn_avg_cell_area_um2 10.9 \
    clkTransAtPathRegs_ns 0.03 \
    violations "negative setup slack" \
    slowest_delay_ns 0.48 \
    worst-path-buf-inv 2 \
    gp_congestion 0.776 \
    stdcell_area_um2 714 \
    hpwl_um 879 \
    numSynthFlops 3 \
    grt_max_degree 7 \
    hold_path_depth 0 \
    setup_viol 2 \
    via_per_inst 3.16 \
    crit_path_start_kind "input pin" \
    dpl_cell_area_um2 648 \
    yosys_area_um2 304 \
]
[metrics by stage]
step	total power [mW]	hold slack (ns)	cells
floorplan	0.188	0.310	28
global placement	0.306	0.313	104
detailed placement	0.309	0.315	104
CTS	0.490	0.323	108
global route	0.522	0.326	110
finish	0.485	0.323	110
[power breakdown]
group          leakage, nW  switching [mW]  internal, mW
clock               0.0150          0.0458         0.115
combinational        0.325          0.0607         0.145
sequential          0.0254         0.00911         0.110
total                0.366           0.116         0.369
[state kept, by name, summed over array words and instances (netlist names)]
register	flops
dff1_output	1
dff2_output	1
dff3_output	1
[layer usage]
metal,wire length (µm),vias up,part of all wire,global-route usage
li1,-,177,-,-
met1,522,142,0.49,0.0368
met2,293,27,0.28,0.0361
met3,230,2,0.22,0.0432
met4,9,0,0.0085,0.00352
met5,0,-,0,0
[Yosys cell counts]
cell type | instances | area share
dfxtp_1 | 3 | 0.20
nand2b_1 | 2 | 0.041
mux4_1 | 2 | 0.17
a21o_1 | 1 | 0.025
nor2_1 | 1 | 0.012
mux4_2 | 1 | 0.074
mux2i_1 | 6 | 0.20
buf_6 | 1 | 0.037
or4_1 | 1 | 0.025
ha_1 | 2 | 0.082
inv_1 | 3 | 0.037
a31oi_1 | 1 | 0.021
nand3b_1 | 2 | 0.049
nand2_1 | 1 | 0.012
o21ai_0 | 1 | 0.016
[worst max path at each step]
| stage | start | to | slack [ns] | cells past startpoint |
|---|---|---|---|---|
| 6_report | trigger_selection_i[1] | mux2_output_o | -0.26 | 5 |
| 5_1_grt | dff2_output$_DFF_P_ | mux2_output_o | -0.30 | 6 |
| 4_1_cts | dff2_output$_DFF_P_ | mux2_output_o | -0.27 | 6 |
[kinds of logic after synthesis]
group                    share of synthesized area
multiplexers                                 0.444
AND/OR/NAND/NOR                              0.140
buffers and inverters                       0.0741
flip-flops                                   0.198
adder cells (fa/ha/maj)                     0.0823
AND-OR/OR-AND                               0.0617
[final cells by class]
cell class                 count  area, µm²
timing repair buffer          33        319
sequential                     3       62.6
clock buffer                   4       26.3
tap                           46       57.6
multi-input combinational     21        238
fill                         383       2700
inverter                       3       11.3
[what timing repair did]
action | 4_1_cts | 5_1_grt
setup buffers | 0 | 2
resized | 19 | 12
pin swaps | 4 | 0
endpoints found under the setup margin | 3 | 3
Power is estimated from default activity; no workload was simulated.
